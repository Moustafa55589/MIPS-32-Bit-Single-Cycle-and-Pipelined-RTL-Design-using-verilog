### /design/flow/config.mk
export PLATFORM = sky130hd
export DESIGN_NAME = ALU
export DESIGN_NICKNAME = ALU
export VERILOG_FILES = /design/flow/design.v
export SDC_FILE = /design/flow/constraint.sdc
export NUM_CORES = 4
export LEC_CHECK = 1
export CORE_UTILIZATION = 50
### /design/flow/constraint.sdc
current_design ALU

set clk_period 14.6
set clk_io_pct 0.2

create_clock -name clk0 -period $clk_period

set non_clock_inputs [all_inputs -no_clocks]
set_input_delay [expr $clk_period * $clk_io_pct] -clock clk0 $non_clock_inputs
set_output_delay [expr $clk_period * $clk_io_pct] -clock clk0 [all_outputs]
### /design/flow/design.v
module ALU (
  input wire [3:0] ALUCtl,
	input wire [31:0] A,B,
	output reg [31:0] ALUOut,
	output wire Zero);
assign Zero = (ALUOut == 0);
always @(*) 
  begin
		case (ALUCtl)
			0: ALUOut = A & B;
			1: ALUOut = A | B;
			2: ALUOut = A + B;
			6: ALUOut = A - B;
			7: ALUOut = A < B ? 1:0;
			12: ALUOut = ~(A | B);
			default: ALUOut = 0;
		endcase
	end
endmodule
### /design/flow/run.sh
#!/bin/bash
# OpenROAD 26Q1-2900-gdf79404cd8, Yosys 0.63+post, stock flow scripts
make -C /OpenROAD-flow-scripts/flow DESIGN_CONFIG=/design/flow/config.mk WORK_HOME=/design/flow/orfs finish
==> flow_metrics.tcl <==
# metrics dict for downstream scripts
set metrics [dict create \
    outcome "complete, no violations" \
    critPathBufInv 3 \
    slew_headroom_pct 40.4 \
    fmaxAchievable_mhz 92.5 \
    yosys.area_share.simple_pct 26.3 \
    io_pins 101 \
    first_pass_iters 6 \
    warnings 102 \
    grt_usage_pct 36.5 \
    switching_power_mw 0.165 \
    synthMuxAreaShare_pct 1.15 \
    coreArea_mm2 0.0122 \
    vdd_ir_drop_max_v 0.0000314 \
    drt-initial-drc-count 943 \
    setup_ws_ns 3.79 \
    cts-resized-gates 0 \
    antenna_left 0 \
    hpwl_um 18500 \
    ys_sh_xor_pct 1.11 \
    cpMaxStageDelayCell "clkdlybuf4s50_1" \
    syn_area_mm2 0.00633 \
    yosys_cells 940 \
    via_per_inst 6.64 \
    dp_worst_setup_slack_ns 3.94 \
    hold_depth 4 \
    die_h_um 115 \
    worstHoldEndpoint "ALUOut[2]" \
    power_mw 0.283 \
    finalCriticalPeriod_ns 10.81 \
    report.final.slew_viol_count 0 \
    worstPathMaxFanout 22 \
    highest_layer "met4" \
    critical_path.cell_chain "clkdlybuf4s50_1 -> nor2_1 -> nand2_1 -> buf_4 -> o221ai_1 -> a311oi_1 -> o31ai_1 -> o32ai_1 -> nand4b_1 -> or4_1 -> nor4b_2 -> nor4b_2 -> clkdlybuf4s50_1" \
    seq_cells 0 \
    finish.utilization_pct 60.9 \
    die_x_um 115 \
    ys_sh_aoi_pct 41.1 \
    overflow 0 \
    stdcell_count 1164 \
    hold_viol 0 \
    drc_errors 0 \
    first_global_vias 6941 \
    detailed_place.area_mm2 0.00740 \
    power.leakage_nw 3.24 \
    place_inst 1164 \
    design_area_mm2 0.00740 \
    place_congestion 1.10 \
    worst_pin_slew_ns 0.891 \
    p_per_area_mw_per_mm2 38.2 \
    detail_route.wl_per_cell_um 20.4 \
    path_class "primary input to output pin" \
    syn2layout_area_growth_pct 16.9 \
    antenna_found_initial 0 \
    grt_pass1_wl_um 37300 \
    chipArea_mm2 0.0131 \
    hp-class "primary input to output pin" \
    seq_power_share_pct 0 \
    internal-power_mw 0.118 \
    endpoint_kind "output pin" \
    pwr-share-comb_pct 100.0 \
    ys_warn_count 1 \
    met1_length_um 10100 \
    ys_chip_area_mm2 0.00633 \
    rsz0062_at_grt "no" \
    switching_share_pct 58.4 \
    ys_seq_share_pct 0 \
    io_buffers 101 \
    wl_met3_um 2280 \
    setup_viol 0 \
    hp-start "ALUCtl[1]" \
    drive_above_1_share_pct 6.02 \
    synth.avg_cell_area_um2 6.74 \
    critPathMaxStageDelay_ns 1.06 \
    synthTopCellsByArea "ha_1 20%, a21oi_1 6.7%, inv_1 5.7%" \
    flop_area_um2 0 \
    ys_top_logic_family "AND-OR/OR-AND gates" \
    yosysTopAreaCell "ha_1" \
    cp-start-kind "primary input" \
    fa_ha_area_share_pct 20.6 \
    holdWs_ns 7.15 \
    cp.required_ns 11.68 \
    wl_met2_um 10400 \
    synth.distinct_cells 96 \
    crit_cells 13 \
    syn_inst 940 \
    fillers 1091 \
    p_clk_share_pct 0 \
    cts_setup_buffers 0 \
    hold_buffers 0 \
    critPathArrivalTime_ns 7.89 \
    via_count 7724 \
    tns_ns 0 \
    rows 40 \
    grt_max_degree 32 \
    n_antenna_cell 0 \
    wirelength_um 23700 \
    n_clock_buffer 0 \
    crit_family "simple AND/OR/NAND/NOR gates" \
    yosysTopAreaCellShare_pct 20.0 \
    initial_utilization_pct 52.1 \
    maxCapViolCount 0 \
    min_period_over_period_pct 74.1 \
]
[Yosys cell counts (7+ instances only)]
master and n:
nand4_1 12, nor2_1 88, a221o_1 9, o21bai_1 10, nor4_1 9, a221oi_1 18, a211oi_1 18, a211o_1 7
clkbuf_1 33, o31ai_1 9, o22ai_1 8, a31oi_1 8, nor2b_1 13, nand2_1 62, nand2b_1 17, o211ai_1 15
or4_1 10, o21ai_0 50, a21oi_1 85, nand3_1 15, buf_2 11, and2_1 10, o21a_1 9, ha_1 101
a21o_1 19, inv_1 96, nor3_1 17
[tightest hold or removal path, delay by kind of cell]
kind                   cells  cell delay [ns]
AND-OR/OR-AND              1             0.15
buffers and inverters      3             1.15
[how the worst max path moves through the flow]
stage / startpoint / end / slack, ns
after CTS: A[0] / Zero / 3.93
final: ALUCtl[3] / Zero / 3.79
after global routing: A[14] / Zero / 3.57
[cells by family after synthesis]
family                   after synthesis
AND-OR/OR-AND                        361
multiplexers                           7
adder cells (fa/ha/maj)              103
AND/OR/NAND/NOR                      309
buffers and inverters                152
XOR/XNOR                               8
[power by group through the flow]
stage	clock (mW)	sequential [mW]	combinational, mW
finish	0	0	0.283
global route	0	0	0.307
CTS	0	0	0.276
[final cells by class]
| cell class | instances | area (um^2) | share of cell area [%] |
|---|---|---|---|
| inverters | 96 | 360 | 4.87 |
| repair buffers | 112 | 1090 | 14.8 |
| multi-input cells | 788 | 5740 | 77.5 |
| well taps | 168 | 210 | 2.84 |
[per-layer routing]
layer  global-route usage, %  vias to the layer above
met3                    5.39                       79
met2                    57.4                      493
met1                    51.1                     3516
met4                    12.4                        0
li1                        -                     3636
met5                       0                        -
[layout by cell type, fill, tap and decap left out, types with 9 or more instances in the layout]
| master | count |
|---|---|
| o21bai_1 | 10 |
| a21o_1 | 19 |
| a211oi_1 | 18 |
| clkdlybuf4s50_1 | 101 |
| or4_1 | 10 |
| nor2_1 | 88 |
| nor3_1 | 17 |
| a221oi_1 | 18 |
| and2_1 | 10 |
| a221o_1 | 9 |
| buf_4 | 11 |
| nor2b_1 | 13 |
| nand4_1 | 12 |
| o31ai_1 | 9 |
| nand2_1 | 62 |
| o21ai_0 | 50 |
| nand3_1 | 15 |
| ha_1 | 101 |
| nand2b_1 | 17 |
| o21a_1 | 9 |
| a21oi_1 | 85 |
| o211ai_1 | 15 |
| inv_1 | 96 |
Power figures rest on the tool's default switching activity, not on a simulated workload.
