[flow/config.mk]
export PLATFORM = sky130hd
export DESIGN_NAME = DataMemory
export DESIGN_NICKNAME = DataMemory
export VERILOG_FILES = /design/flow/design.v
export SDC_FILE = /design/flow/constraint.sdc
export NUM_CORES = 4
export LEC_CHECK = 1
export CORE_UTILIZATION = 50
export SYNTH_HDL_FRONTEND = slang
[flow/design.v]
module DataMemory (
          input wire clock,reset, 
          input wire [6:0] address, 
          input wire MemWrite, MemRead, 
          input wire [31:0] WriteData, 
          output wire [31:0] ReadData);
reg [31:0] Mem [0:127];  
assign  ReadData = Mem[address[6:2]];
always @ (posedge clock or negedge reset)
	 begin
	   if (!reset)
	     	 begin
		       Mem[0] <= 5;
		       Mem[1] <= 6;
		       Mem[2] <= 7;
	       end
     else if (MemWrite && !MemRead)
			     Mem[address[6:2]] <= WriteData; 
	 end
endmodule
[flow/constraint.sdc]
current_design DataMemory

set clk_period 4.6
set clk_io_pct 0.2

create_clock -name clk0 -period $clk_period [get_ports {clock}]

set non_clock_inputs [all_inputs -no_clocks]
set_input_delay [expr $clk_period * $clk_io_pct] -clock clk0 $non_clock_inputs
set_output_delay [expr $clk_period * $clk_io_pct] -clock clk0 [all_outputs]
[flow/run.sh]
#!/bin/bash
# OpenROAD 26Q1-2900-gdf79404cd8, Yosys 0.63+post, stock flow scripts
make -C /OpenROAD-flow-scripts/flow DESIGN_CONFIG=/design/flow/config.mk WORK_HOME=/design/flow/orfs finish
==> CHANGELOG.md <==
## Flow update

- Status: finished, final reports clean
- Clock share of power: ~43%
- Area leader, netlist: edfxtp_1
- GR Util All Layers: between 20% and 30%
- Syn Area/Cell: 18.2 µm²
- Buffers on Ports: a little over 70
- Worst Hold Class: primary input to async pin
- DR vias: 21100
- Int Pwr: between 15 and 20 mW
- IO Count: roughly 75
- CP endpoint kind: primary output
- Number of global-route vias before repair: ~22000
- Synth cell types: 29
- Peak VDD IR: between 0.3 and 0.4 mV
- CP Launch Type: primary input
- Asr flop ratio synth: a little under a tenth
- Crit path top cell by count: buf_4
- Max-cap violations: 0
- Worst r2r path cells: 1
- Syn Std Cell Area: 39700 µm²
- # clock sinks: 1024
- Crit-path leading delay family: buffers and inverters
- Biggest regs: Mem x1024
- Req. time, crit path: 3.68 ns
- Die width: 284 µm
- Layout Utilization: 60.2%
- Worst EP arrival: 3.59 ns
- Met2 routed WL: 43.8 mm
- Critical setup path kind: primary input to primary output
- Slew @ Worst Pin: 0.953 ns
- Critical-path top delay cell: clkdlybuf4s50_1
- Worst skew pair latency: approximately 0.65 ns
- Leak pwr: 17.0 nW
- Fin. max-slew vios: 0
- Final Total Pwr: 19.9 mW
- Worst path cell trace: clkdlybuf4s50_1, buf_4, buf_4, buf_4, nand4b_1, buf_12, o22ai_1, nor4_1, buf_4, nand2_1, clkdlybuf4s50_1
- Largest register FFs: around 1000
- Clock-pin slew on the worst setup and hold paths: about 0.060 ns
- CTS Hold Buffers Added: 0
- P_sw: 4.06 mW
- Tmin final: 4.51 ns
- WP buf/inv: 7
- Crit share post-route: 98.1%
- Placed insts: 3348
- Root Buffer: clkbuf_16
- Tool warnings: 28
- Commonest Layout Cell: edfxtp_1
- DIE AREA: between 80000 and 90000 µm²
- Reg2reg setup slack: 3.80 ns
- Crit path max fanout: 28
- Ys cells: 2184
- Non-filler cells, final: 3547
- DRT Pass-1 Iters: 7
- Pin count of the biggest net entering global routing: 51
- Final instance area: about 47000 µm²
- Clock Path Buffers: 3
- Reg with most FFs: Mem
- Total core area: 78000 µm²
- Synth top area cells: edfxtp_1, mux2i_1, dfrtp_1, o22ai_1, mux2_2
- R2r endpoint: Mem[4053]
- DRT iter0 DRCs: between 1000 and 1500
- Die Y: 284 µm
- Final wirelength: 98.1 mm
- Area leader share: 70.2%
- Syn Inst Count: 2184
- Fmax: 222 MHz
- Power Dens Cells: 424 nW/µm²
- WL met1: 35.0 mm
- First-pass GRT wire length: between 100 and 150 mm
- Setup TNS: 0 ns
- CTS tree: done
- Hold Slack: about 0.20 ns
- Slew margin rel.: a little over a third
- Critical R2R Launch: Mem[4053]
- Area growth from synthesis to layout: 18.3%
- Post-DP Area: 43400 µm²
- Drt drc: 0
- Main flop type: edfxtp_1
- Share of layout cells above drive strength 1: about a fifth
- Final setup fails: 0
- Final hold violation count: 0
- H-Tree Depth: 3
- Post-synth regs: around 1000
- Vias per cell: 5.95
- Synth Warn #: 0
- Most frequent cells in the layout: edfxtp_1, mux2i_1, o22ai_1
- Uppermost layer routed: met5
- Number of enable flip-flop cells: 928
- Placer congestion estimate: 0.860
- Final ANT Viol Nets: 0
- Starting density of the core: 50.9%
- RSZ-0062 raised after global routing: false
- YS chip area: 39700 µm²
- Fin worst setup slack: 0.0861 ns
- GR Overflow Total: 0
- Filler Cell Count: 5435
- Register area share after synthesis: about three quarters
- Worst slack, placed: 0.0666 ns
- Num CTS Buffers: 103
- Register share of total power: around 52%
- DR WL/cell: around 28 µm
- Sw Share: 20.4%
- FP Rows: 102
- Worst path max stage delay: 0.43 ns
- DR WL met3: 16.7 mm
- Initial antenna violation count: 1
- Worst Clk Skew: 0 ns
- Final HPWL DP: 55.8 mm
- Comb pwr share: 5.3%
==> cell families after synthesis <==
kind of cell    count (synthesis)  synth area share, %
mux                           608                 15.6
compound gates                256                 4.03
simple gates                  162                 2.30
buf+inv                       134                 1.81
flops                        1024                 76.2
==> routing by layer <==
layer	vias up	track usage, %
met5	-	1.13
met4	6	5.89
met1	10300	38.3
li1	9330	-
met3	164	20.5
met2	1290	37.1
==> cells in the mapped netlist, types with 2 or more instances <==
library cell and n:
dfrtp_1 89, buf_2 84, or4b_1 4, nor4_1 65, mux2i_1 512, nand3b_1 2
buf_6 11, mux2_2 69, buf_1 2, clkbuf_1 29, nor3_1 4, nand2_1 38
nand3_1 2, mux2_1 27, nand2_2 3, nor2b_1 2, nor2_1 27, edfxtp_1 928
dfstp_2 7, buf_4 7, o22ai_1 256, nand4b_1 4, nand4bb_1 6
==> how the worst max path moves through the flow <==
stage | from | to | cells after the start
CTS | address[2] | ReadData[11] | 10
finish | address[6] | ReadData[15] | 11
global route | address[6] | ReadData[29] | 11
==> repair_timing <==
action / 4_1_cts / 5_1_grt
endpoints found under the setup margin: 0 / 8
gates resized: 0 / 7
buffers inserted: 0 / 1
==> power by group through the flow <==
stage	clock, mW	combinational [mW]	sequential, mW
4_1_cts	8.62	1.07	10.4
5_1_grt	8.99	1.15	10.4
6_report	8.50	1.06	10.4
==> layout make-up <==
type	count	area [µm²]	area share, %
Timing Repair Buffer	260	2800	5.96
Tap cell	1040	1300	2.77
Multi-Input combinational cell	1026	9060	19.3
Antenna cell	1	2.50	0.00533
Clock buffer	140	2880	6.13
Sequential cell	1024	30300	64.5
Clock inverter	56	654	1.39
No activity file was given, so power comes from the tool's default toggle rates.
