==> /design/flow/design.v <==
module InstMem(
       input wire [31:0] address,
       output reg [31:0]	inst );
reg [31:0] Mem [0:127];    
initial 
   begin
     Mem[0]='h00221820;    
     Mem[1]='hAC010000;    
     Mem[2]='h8C240000;    
     Mem[3]='h10210001;    
	   Mem[4]='h00001820;    
     Mem[5]='h00411822;   
	 end
always @ (*)
     begin
		   inst = Mem[address[31:2]];
	   end
endmodule
==> /design/flow/run.sh <==
#!/bin/bash
# OpenROAD 26Q1-2900-gdf79404cd8, Yosys 0.63+post, stock flow scripts
make -C /OpenROAD-flow-scripts/flow DESIGN_CONFIG=/design/flow/config.mk WORK_HOME=/design/flow/orfs finish
==> /design/flow/config.mk <==
export PLATFORM = sky130hd
export DESIGN_NAME = InstMem
export DESIGN_NICKNAME = InstMem
export VERILOG_FILES = /design/flow/design.v
export SDC_FILE = /design/flow/constraint.sdc
export NUM_CORES = 4
export LEC_CHECK = 1
export CORE_AREA = 10 10 70 70
export DIE_AREA = 0 0 80 80
==> /design/flow/constraint.sdc <==
current_design InstMem

set clk_period 1.0
set clk_io_pct 0.2

create_clock -name clk0 -period $clk_period

set non_clock_inputs [all_inputs -no_clocks]
set_input_delay [expr $clk_period * $clk_io_pct] -clock clk0 $non_clock_inputs
set_output_delay [expr $clk_period * $clk_io_pct] -clock clk0 [all_outputs]
==> results.txt <==
run results: status=finished, violations left, failing checks=negative setup slack, Final Cycle Share=109%, Distinct lib cells used=8, Initial Util=under 10%, synth warn=1, maxcap violations=0, DR vias=226, Worst Setup Slack, final=-0.0866 ns, chip area in the Yosys report=around 300 sq um, post-synthesis sequential area ratio=0%, total congestion overflow=0, Top cells by area=buf_4 (60%), ha_1 (21%), nor2b_1 (10%), Register Area=0 sq um, non-filler instance count after layout=just over 100, GR Layer Usage met3=under 10%, count of tool warnings=67, Dominant cell area share=between 50% and 60%, drt total wl=between 700 and 800 microns, Die ar.=around 0.0064 sq mm, Tot Pwr=about 130 uW, Buffers on Ports=18, Tmin final=1.09 ns, largest net degree at the start of global routing=9, ys cells=around 40, Max Fclk=between 900 and 1000 MHz, IO Pins=64, startpoint types=input pin, Detailed Routing Iterations Pass 1=2, Design Area, Final=493 sq um, met2 Use GR=roughly 2.7%, first-pass GRT wire length=about 1000 microns, final setup fails=7, # hold bufs at CTS=0, DRT antenna net count=0, Final Hold Vio Count=0, CP Capture Type=output pin, Placed Instances=~99, cell count after synthesis=roughly 40, met1 Usage GRT=under 10%, initial antenna violation count=0, IR drop worst, VDD=about 0.04 mV, drt first-iter violations=4, gr busiest metal=met2, Worst path slowest cell=ha_4, via count of the first global-routing pass=approximately 240, CORE AREA=0.00342 sq mm, CP Cell Sequence=buf_8 > buf_6 > buf_6 > ha_4 > nor2b_1 > buf_2, Hold Path Class=in2out, width of the die=80 microns, Final Max Tran Viols=0, placed cell area=roughly 440 sq um, # clk buffers=0, Pwr per Cell Area=approximately 270 mW/mm^2, Req. time, crit path=0.80 ns, mapped cell area=just over 300 sq um, Synth area leader=buf_4, gp weighted congestion=roughly 0.7, CP max FO=4, hpwl dp=653 microns, Fillers=392, area grow syn2layout=63.5%, Post-route DRC=0, RSZ-0062 raised after global routing=true, registers=0, Avg Inst Size Synth=about 7.5 sq um, Pleak=roughly 0.24 nW, # diodes=0, Worst Path Arrival=0.89 ns, die y size=80 microns, placement row count=21, Crit Path Category=in2out, Worst path max stage delay=0.14 ns, Via density=2.24, share of layout cells above drive strength 1=between 50 and 60%, pre-CTS WS=-0.961 ns, routed len/inst=between 7 and 8 microns, GRT Overall Usage=roughly 1.8%, CP most frequent cell=buf_6
cell families after synthesis:
group	synth area share (%)
buffers and inverters	62.2
and+or+nand+nor	15.8
adders and majority gates	20.7
other	1.24
area by class of cell:
class	count	area, sq um	share of cell area, %
Timing Repair Buffer	23	196	39.8
Multi-Input combinational cell	30	226	45.9
Inverter	2	12.5	2.54
Tap cell	46	57.6	11.7
worst max-delay path: cells and delay by family:
family | cells | cell delay [ns]
buf+inv | 4 | 0.43
simple gates | 1 | 0.11
fa+ha+maj | 1 | 0.14
cell usage in the layout (no fill, tap or decap), drive strengths merged:
cell type	count
dlygate4sd2	1
conb	17
inv	2
and2	1
nor2	1
buf	17
or2	1
nor2b	5
clkdlybuf4s15	3
ha	5
clkbuf	2
synth_stat cells:
master	number
nor2b_1	5
buf_4	24
ha_1	5
inv_1	2
and2_1	1
or2_1	1
conb_1	1
nor2_1	1
final timing paths:
| kind | depth (start not counted) | to | from |
|---|---|---|---|
| setup / recovery | 6 | inst[29] | address[2] |
| hold / removal | 3 | inst[0] | address[4] |
metrics by stage:
step,util (%),hold WS [ns],setup TNS [ns]
finish,14.4,0.689,-0.304
detailed placement,12.9,1.39,-11.64
floorplan,-,0.413,0
CTS,14.4,0.703,-0.695
global route,14.4,0.716,-0.626
global placement,12.9,1.39,-11.44
layer usage:
layer	vias up	share of wire [%]
met3	0	19
met4	0	0
met5	-	0
li1	107	-
met1	96	43
met2	23	38
repair_timing:
| item | CTS | global route |
|---|---|---|
| setup buffers | 3 | 0 |
| setup endpoints to repair | 15 | 14 |
| resized | 73 | 9 |
| pin swaps | 2 | 1 |
power by group:
group	internal, mW	switching, mW
logic	0.0881	0.0460
registers	0	0
clock network	0	0
Power figures rest on the tool's default switching activity, not on a simulated workload.
